==> /design/flow/design.v <==
`timescale 1ns / 1ps
module stickit(
    input wire CLK,
    input wire [31:0] VALUE,
    output reg [7:0] S 
    );
    reg [2:0] led;
    reg [2:0] led_next;
    localparam [2:0] 
        led1 = 0,
        led2 = 1,
        led3 = 2,
        led4 = 3,
        led5 = 4,
        led6 = 5,
        led7 = 6,
        led8 = 7;
    localparam d0 = 7'bZ000000;
    localparam d1 = 7'bZZZZ00Z;
    localparam d2 = 7'b0Z00Z00;
    localparam d3 = 7'b0ZZ0000;
    localparam d4 = 7'b00ZZ00Z;
    localparam d5 = 7'b00Z00Z0;
    localparam d6 = 7'b00000Z0;
    localparam d7 = 7'bZZZZ000;
    localparam d8 = 7'b0000000;
    localparam d9 = 7'b00Z0000;
    localparam da = 7'b000Z000;
    localparam db = 7'b00000ZZ;
    localparam dc = 7'bZ000ZZ0;
    localparam dd = 7'b0Z0000Z;
    localparam de = 7'b0000ZZ0;
    localparam df = 7'b000ZZZ0;
    always @ (posedge CLK)
    begin
        begin
            led <= led_next;
        end
    end
    always @ (*)
    begin
        case (led)
            led1: led_next = led2;
            led2: led_next = led3;
            led3: led_next = led4;
            led4: led_next = led5;
            led5: led_next = led6;
            led6: led_next = led7;
            led7: led_next = led8;
            led8: led_next = led1;
            default: led_next = led1;
        endcase
    end
    reg [3:0] sval;
    always @ (*)
    begin
        case (led)
            led1: sval = VALUE[3:0];
            led2: sval = VALUE[7:4];
            led3: sval = VALUE[11:8];
            led4: sval = VALUE[15:12];
            led5: sval = VALUE[19:16];
            led6: sval = VALUE[23:20];
            led7: sval = VALUE[27:24];
            led8: sval = VALUE[31:28];
        endcase
    end
    always @ (posedge CLK)
    begin
        case (led)
            led1: 
            begin
                case (sval)
                    0: S <= {d0[6:0], 1'b1};
                    1: S <= {d1[6:0], 1'b1};
                    2: S <= {d2[6:0], 1'b1};
                    3: S <= {d3[6:0], 1'b1};
                    4: S <= {d4[6:0], 1'b1};
                    5: S <= {d5[6:0], 1'b1};
                    6: S <= {d6[6:0], 1'b1};
                    7: S <= {d7[6:0], 1'b1};
                    8: S <= {d8[6:0], 1'b1};
                    9: S <= {d9[6:0], 1'b1};
                    10: S <= {da[6:0], 1'b1};
                    11: S <= {db[6:0], 1'b1};
                    12: S <= {dc[6:0], 1'b1};
                    13: S <= {dd[6:0], 1'b1};
                    14: S <= {de[6:0], 1'b1};
                    15: S <= {df[6:0], 1'b1};
                endcase
            end
            led2:
            begin
                case (sval)
                    0: S <= {d0[6:1], 1'b1, d0[0:0]};
                    1: S <= {d1[6:1], 1'b1, d1[0:0]};
                    2: S <= {d2[6:1], 1'b1, d2[0:0]};
                    3: S <= {d3[6:1], 1'b1, d3[0:0]};
                    4: S <= {d4[6:1], 1'b1, d4[0:0]};
                    5: S <= {d5[6:1], 1'b1, d5[0:0]};
                    6: S <= {d6[6:1], 1'b1, d6[0:0]};
                    7: S <= {d7[6:1], 1'b1, d7[0:0]};
                    8: S <= {d8[6:1], 1'b1, d8[0:0]};
                    9: S <= {d9[6:1], 1'b1, d9[0:0]};
                    10: S <= {da[6:1], 1'b1, da[0:0]};
                    11: S <= {db[6:1], 1'b1, db[0:0]};
                    12: S <= {dc[6:1], 1'b1, dc[0:0]};
                    13: S <= {dd[6:1], 1'b1, dd[0:0]};
                    14: S <= {de[6:1], 1'b1, de[0:0]};
                    15: S <= {df[6:1], 1'b1, df[0:0]};
                endcase
            end
            led3:
            begin
                case (sval)
                    0: S <= {d0[6:2], 1'b1, d0[1:0]};
                    1: S <= {d1[6:2], 1'b1, d1[1:0]};
                    2: S <= {d2[6:2], 1'b1, d2[1:0]};
                    3: S <= {d3[6:2], 1'b1, d3[1:0]};
                    4: S <= {d4[6:2], 1'b1, d4[1:0]};
                    5: S <= {d5[6:2], 1'b1, d5[1:0]};
                    6: S <= {d6[6:2], 1'b1, d6[1:0]};
                    7: S <= {d7[6:2], 1'b1, d7[1:0]};
                    8: S <= {d8[6:2], 1'b1, d8[1:0]};
                    9: S <= {d9[6:2], 1'b1, d9[1:0]};
                    10: S <= {da[6:2], 1'b1, da[1:0]};
                    11: S <= {db[6:2], 1'b1, db[1:0]};
                    12: S <= {dc[6:2], 1'b1, dc[1:0]};
                    13: S <= {dd[6:2], 1'b1, dd[1:0]};
                    14: S <= {de[6:2], 1'b1, de[1:0]};
                    15: S <= {df[6:2], 1'b1, df[1:0]};
                endcase
            end
            led4:
            begin
                case (sval)
                    0: S <= {d0[6:3], 1'b1, d0[2:0]};
                    1: S <= {d1[6:3], 1'b1, d1[2:0]};
                    2: S <= {d2[6:3], 1'b1, d2[2:0]};
                    3: S <= {d3[6:3], 1'b1, d3[2:0]};
                    4: S <= {d4[6:3], 1'b1, d4[2:0]};
                    5: S <= {d5[6:3], 1'b1, d5[2:0]};
                    6: S <= {d6[6:3], 1'b1, d6[2:0]};
                    7: S <= {d7[6:3], 1'b1, d7[2:0]};
                    8: S <= {d8[6:3], 1'b1, d8[2:0]};
                    9: S <= {d9[6:3], 1'b1, d9[2:0]};
                    10: S <= {da[6:3], 1'b1, da[2:0]};
                    11: S <= {db[6:3], 1'b1, db[2:0]};
                    12: S <= {dc[6:3], 1'b1, dc[2:0]};
                    13: S <= {dd[6:3], 1'b1, dd[2:0]};
                    14: S <= {de[6:3], 1'b1, de[2:0]};
                    15: S <= {df[6:3], 1'b1, df[2:0]};
                endcase
            end
            led5:
            begin
                case (sval)
                    0: S <= {d0[6:4], 1'b1, d0[3:0]};
                    1: S <= {d1[6:4], 1'b1, d1[3:0]};
                    2: S <= {d2[6:4], 1'b1, d2[3:0]};
                    3: S <= {d3[6:4], 1'b1, d3[3:0]};
                    4: S <= {d4[6:4], 1'b1, d4[3:0]};
                    5: S <= {d5[6:4], 1'b1, d5[3:0]};
                    6: S <= {d6[6:4], 1'b1, d6[3:0]};
                    7: S <= {d7[6:4], 1'b1, d7[3:0]};
                    8: S <= {d8[6:4], 1'b1, d8[3:0]};
                    9: S <= {d9[6:4], 1'b1, d9[3:0]};
                    10: S <= {da[6:4], 1'b1, da[3:0]};
                    11: S <= {db[6:4], 1'b1, db[3:0]};
                    12: S <= {dc[6:4], 1'b1, dc[3:0]};
                    13: S <= {dd[6:4], 1'b1, dd[3:0]};
                    14: S <= {de[6:4], 1'b1, de[3:0]};
                    15: S <= {df[6:4], 1'b1, df[3:0]};
                endcase
            end
            led6:
            begin
                case (sval)
                    0: S <= {d0[6:5], 1'b1, d0[4:0]};
                    1: S <= {d1[6:5], 1'b1, d1[4:0]};
                    2: S <= {d2[6:5], 1'b1, d2[4:0]};
                    3: S <= {d3[6:5], 1'b1, d3[4:0]};
                    4: S <= {d4[6:5], 1'b1, d4[4:0]};
                    5: S <= {d5[6:5], 1'b1, d5[4:0]};
                    6: S <= {d6[6:5], 1'b1, d6[4:0]};
                    7: S <= {d7[6:5], 1'b1, d7[4:0]};
                    8: S <= {d8[6:5], 1'b1, d8[4:0]};
                    9: S <= {d9[6:5], 1'b1, d9[4:0]};
                    10: S <= {da[6:5], 1'b1, da[4:0]};
                    11: S <= {db[6:5], 1'b1, db[4:0]};
                    12: S <= {dc[6:5], 1'b1, dc[4:0]};
                    13: S <= {dd[6:5], 1'b1, dd[4:0]};
                    14: S <= {de[6:5], 1'b1, de[4:0]};
                    15: S <= {df[6:5], 1'b1, df[4:0]};
                endcase
            end
            led7:
            begin
                case (sval)
                    0: S <= {d0[6:6], 1'b1, d0[5:0]};
                    1: S <= {d1[6:6], 1'b1, d1[5:0]};
                    2: S <= {d2[6:6], 1'b1, d2[5:0]};
                    3: S <= {d3[6:6], 1'b1, d3[5:0]};
                    4: S <= {d4[6:6], 1'b1, d4[5:0]};
                    5: S <= {d5[6:6], 1'b1, d5[5:0]};
                    6: S <= {d6[6:6], 1'b1, d6[5:0]};
                    7: S <= {d7[6:6], 1'b1, d7[5:0]};
                    8: S <= {d8[6:6], 1'b1, d8[5:0]};
                    9: S <= {d9[6:6], 1'b1, d9[5:0]};
                    10: S <= {da[6:6], 1'b1, da[5:0]};
                    11: S <= {db[6:6], 1'b1, db[5:0]};
                    12: S <= {dc[6:6], 1'b1, dc[5:0]};
                    13: S <= {dd[6:6], 1'b1, dd[5:0]};
                    14: S <= {de[6:6], 1'b1, de[5:0]};
                    15: S <= {df[6:6], 1'b1, df[5:0]};
                endcase
            end
            led8:
            begin
                case (sval)
                    0: S <= {1'b1, d0[6:0]};
                    1: S <= {1'b1, d1[6:0]};
                    2: S <= {1'b1, d2[6:0]};
                    3: S <= {1'b1, d3[6:0]};
                    4: S <= {1'b1, d4[6:0]};
                    5: S <= {1'b1, d5[6:0]};
                    6: S <= {1'b1, d6[6:0]};
                    7: S <= {1'b1, d7[6:0]};
                    8: S <= {1'b1, d8[6:0]};
                    9: S <= {1'b1, d9[6:0]};
                    10: S <= {1'b1, da[6:0]};
                    11: S <= {1'b1, db[6:0]};
                    12: S <= {1'b1, dc[6:0]};
                    13: S <= {1'b1, dd[6:0]};
                    14: S <= {1'b1, de[6:0]};
                    15: S <= {1'b1, df[6:0]};
                endcase
            end
        endcase      
    end
endmodule
==> /design/flow/run.sh <==
#!/bin/bash
# OpenROAD 26Q1-2900-gdf79404cd8, Yosys 0.63+post, stock flow scripts
make -C /OpenROAD-flow-scripts/flow DESIGN_CONFIG=/design/flow/config.mk WORK_HOME=/design/flow/orfs finish
==> /design/flow/config.mk <==
export PLATFORM = sky130hd
export DESIGN_NAME = stickit
export DESIGN_NICKNAME = stickit
export VERILOG_FILES = /design/flow/design.v
export SDC_FILE = /design/flow/constraint.sdc
export NUM_CORES = 4
export LEC_CHECK = 1
export CORE_AREA = 10 10 70 70
export DIE_AREA = 0 0 80 80
==> /design/flow/constraint.sdc <==
current_design stickit

set clk_period 1.2
set clk_io_pct 0.2

create_clock -name clk0 -period $clk_period [get_ports {CLK}]

set non_clock_inputs [all_inputs -no_clocks]
set_input_delay [expr $clk_period * $clk_io_pct] -clock clk0 $non_clock_inputs
set_output_delay [expr $clk_period * $clk_io_pct] -clock clk0 [all_outputs]
==> results_tabular.tex <==
% Implementation results table
\begin{tabular}{lr}
\hline
Metric & Value \\
\hline
\multicolumn{2}{l}{\textbf{Clock tree}} \\
\quad Insertion delay at the late pin of the worst-skew pair & 0.26 ns \\
\quad Number of buffers added by the clock tree synthesis step & 3 \\
\quad Post CTS Setup Buffer Count & 0 \\
\quad Clk sinks & 11 \\
\quad Number of levels in the clock H-tree & 1 \\
\quad Clock transition time at the flip-flop clock pins of the worst setup and hold paths & 0.06 ns \\
\quad Root cell of the clock tree & clkbuf\_4 \\
\quad Maximum root-to-sink buffer count & 2 \\
\quad CTS tree & built \\
\multicolumn{2}{l}{\textbf{Logic synthesis}} \\
\quad Yosys reg bits & 11 \\
\quad Post-Syn Area & 379 µm² \\
\quad Number of standard cells after synthesis & 29 \\
\quad Cell count listed in synth\_stat.txt & 29 \\
\quad Post-synthesis cell type count & 11 \\
\quad Most used flip-flop cell after synthesis & dfxtp\_1 \\
\quad Share of async-settable or async-resettable flops after synthesis & 0\% \\
\quad Max-area cell share & 58.1\% \\
\quad Biggest area cells & dfxtp\_1 58\%, ha\_1 13\%, nor4\_4 5.6\% \\
\quad Total cell area reported by yosys after synthesis & 379 µm² \\
\quad Dominant cell by count in the synthesized netlist & dfxtp\_1 \\
\quad Top post-synthesis cells by count & 11 x dfxtp\_1, 4 x ha\_1, 3 x and2\_1, 3 x nor2b\_1, 2 x inv\_1 \\
\quad Number of enable-type register cells in the synthesized netlist & 0 \\
\quad Largest area contributor in the netlist & dfxtp\_1 \\
\quad Mean post-synth cell area & 13.1 µm² \\
\quad Sequential cell area fraction in the yosys report & 58.1\% \\
\quad Yosys warning total & 16 \\
\multicolumn{2}{l}{\textbf{Routing}} \\
\quad Total vias in the final route & 203 \\
\quad Diode count & 0 \\
\quad Wire length reported by the detailed router & 553 µm \\
\quad First drt pass iteration count & 3 \\
\quad Number of remaining DRC errors & 0 \\
\quad DRC marker count from the first detailed-route iteration & 12 \\
\quad Average via count per standard cell & 2.36 \\
\quad Post-DR wirelength/cell & 6.43 µm \\
\quad Number of nets with antenna violations after detailed routing & 0 \\
\multicolumn{2}{l}{\textbf{STA}} \\
\quad Setup total negative slack & 0 ns \\
\quad Max Freq & 936 MHz \\
\quad Worst Max-Slew Pin Slew & 0.293 ns \\
\quad Total count of max-transition violations in the final report & 0 \\
\quad Final worst path period share & 89.0\% \\
\quad Setup repair after global routing missed its margin & false \\
\quad Max Clock Skew & 0.00223 ns \\
\quad Worst max-slew margin expressed relative to the limit & 80.4\% \\
\quad Final setup violation count & 0 \\
\quad Period minus WS final & 1.07 ns \\
\quad Number of hold violations in the final report & 0 \\
\multicolumn{2}{l}{\textbf{Critical path}} \\
\quad Required time at the endpoint of the critical path & 1.38 ns \\
\quad Stage delay of the slowest cell on the critical path & 0.38 ns \\
\quad CP endpoint kind & register \\
\quad Path type of the worst setup path & reg -> reg \\
\quad Cell chain of the critical path & inv\_1 > ha\_1 > nor4\_4 \\
\quad Arrival time reported for the critical path endpoint & 1.25 ns \\
\quad Startpoint types & register \\
\quad CP Max Fanout & 4 \\
\quad Worst path slowest cell & dfxtp\_1 \\
\multicolumn{2}{l}{\textbf{Global routing}} \\
\quad Number of antenna violations at the first check in global routing & 0 \\
\quad Number of global-route vias before repair & 208 \\
\quad Leftover overflow at the end of global routing & 0 \\
\quad Overall track demand over capacity in global routing & 1.81\% \\
\quad Maximum number of pins on one net before global-route repair & 10 \\
\quad Wire length of the first global-routing pass & 910 µm \\
\multicolumn{2}{l}{\textbf{Flow run}} \\
\quad Log Warnings & 60 \\
\quad Max cap viols & 0 \\
\multicolumn{2}{l}{\textbf{Power and ir drop}} \\
\quad Power density cells & 1170 nW/µm² \\
\quad Pleak & 0.260 nW \\
\quad Peak ir drop on the vdd network & 211 µV \\
\multicolumn{2}{l}{\textbf{Die}} \\
\quad Count of boundary I/O pins & 41 \\
\quad Die Height & 80 µm \\
\quad Starting density of the core & 11.1\% \\
\quad Horizontal extent of the die & 80 µm \\
\quad Area inside the core boundary & 3420 µm² \\
\quad Row count & 21 \\
\quad Die area & 6400 µm² \\
\multicolumn{2}{l}{\textbf{Placed design}} \\
\quad Post-DP HPWL & 434 µm \\
\quad Port Buffers & 8 \\
\quad Placed cell count & 82 \\
\quad RePlAce Congestion & 0.719 \\
\multicolumn{2}{l}{\textbf{Min path}} \\
\quad Type of the tightest min-delay check & reg -> reg \\
\multicolumn{2}{l}{\textbf{Layout}} \\
\quad Fin util & 15.3\% \\
\quad Final standard cell count with taps included and fillers excluded & 86 \\
\quad Signed area change from the synthesized netlist to the final layout & 37.6\% \\
\quad Ratio of cells with drive above 1 in the final layout & 12.5\% \\
\multicolumn{2}{l}{\textbf{Status}} \\
\quad Outcome & completed \\
\hline
\end{tabular}
## metrics by stage
| step | power, mW | hold WS, ns | area [µm²] | setup slack (ns) |
|---|---|---|---|---|
| floorplan | 0.373 | 0.457 | 379 | 0.214 |
| global placement | 0.373 | 0.473 | 505 | 0.177 |
| detailed placement | 0.373 | 0.487 | 505 | 0.130 |
| CTS | 0.620 | 0.515 | 522 | 0.116 |
| global route | 0.647 | 0.538 | 522 | 0.0440 |
| finish | 0.608 | 0.506 | 522 | 0.132 |
## repair_timing
item	4_1_cts	5_1_grt
gates resized	8	0
setup endpoints to repair	8	0
hold buffers	0	0
## worst max-delay path, delay by kind of cell, from the launching register on
family / cells / cell delay [ns]
buffers and inverters: 1 / 0.08
adder cells (fa/ha/maj): 1 / 0.26
AND/OR/NAND/NOR: 1 / 0.26
flip-flops: 1 / 0.38
## kinds of logic (layout without fill, tap and decap cells)
group | count (synthesis) | count (layout) | share of synthesized area [%]
xor gates and xnor gates | 1 | 1 | 2.31
adders and majority gates | 4 | 4 | 13.2
buffers and inverters | 3 | 14 | 4.95
DFF | 11 | 11 | 58.1
muxes | 1 | 1 | 2.64
and+or+nand+nor | 9 | 9 | 18.8
## worst paths after layout
kind                            slack, ns      startpoint  depth (start not counted)              to
worst min-delay path                 0.51  led[0]$_DFF_P_                          1  led[0]$_DFF_P_
worst min register to register       0.51  led[0]$_DFF_P_                          1  led[0]$_DFF_P_
worst max-delay path                 0.13  led[0]$_DFF_P_                          3    S[0]$_DFF_P_
worst max register to register       0.13  led[0]$_DFF_P_                          3    S[0]$_DFF_P_
## layout make-up
cell class	count	area [µm²]
tap	46	57.6
sequential	11	220
fill	385	2890
inverter	2	7.51
multi-input combinational	15	140
clock buffer	4	26.3
timing repair buffer	8	70.1
## state kept, by name (all words and copies together), names as in the netlist
| register | count |
|---|---|
| led | 3 |
| S | 8 |
## cells in the final DEF, fill, tap and decap left out
cell,n
and2_1,3
and2_4,1
clkbuf_1,1
clkbuf_4,3
dfxtp_1,11
dlygate4sd2_1,8
ha_1,4
inv_1,2
mux2i_1,1
nor2_1,1
nor2b_1,3
nor4_4,1
xor2_1,1
## power breakdown
part	leakage, nW	internal [mW]	switching, mW	total [mW]
Combinational	0.157	0	0	0.000000157
Sequential	0.0885	0.365	0	0.365
Clock	0.0150	0.128	0.115	0.244
Total	0.260	0.493	0.115	0.608
## layer usage
layer,GRT usage (%),share of wire (%),vias up,wire length (µm)
li1,-,-,113,-
met1,2.22,42,83,234
met2,2.09,39,7,218
met3,1.82,18,0,100
met4,0.528,0,0,0
met5,0,0,-,0
Power is estimated from default activity; no workload was simulated.
